<file path="flow/config.mk">
export PLATFORM = sky130hd
export DESIGN_NAME = bht
export DESIGN_NICKNAME = bht
export VERILOG_FILES = /design/flow/design.v
export SDC_FILE = /design/flow/constraint.sdc
export NUM_CORES = 4
export LEC_CHECK = 1
export CORE_UTILIZATION = 30
</file>
<file path="flow/constraint.sdc">
current_design bht

set clk_period 19.2
set clk_io_pct 0.2

create_clock -name clk0 -period $clk_period [get_ports {clk}]

set non_clock_inputs [all_inputs -no_clocks]
set_input_delay [expr $clk_period * $clk_io_pct] -clock clk0 $non_clock_inputs
set_output_delay [expr $clk_period * $clk_io_pct] -clock clk0 [all_outputs]
</file>
<file path="flow/run.sh">
#!/bin/bash
# OpenROAD 26Q1-2900-gdf79404cd8, Yosys 0.63+post, stock flow scripts
make -C /OpenROAD-flow-scripts/flow DESIGN_CONFIG=/design/flow/config.mk WORK_HOME=/design/flow/orfs finish
</file>
<file path="flow/design.v">
module bht(
  input wire clk,
  input wire reset,
  input wire [7:0] pc_index,        
  input wire update_en,             
  input wire actual_taken,
  output wire predict_taken
);
  reg [1:0] tablebht [0:255];          
  wire [1:0] counter = tablebht[pc_index];
  assign predict_taken = counter[1]; 
  always @(posedge clk) begin
    if (update_en) begin
      if (actual_taken && tablebht[pc_index] != 2'b11)
        tablebht[pc_index] <= tablebht[pc_index] + 1;
      else if (!actual_taken && tablebht[pc_index] != 2'b00)
        tablebht[pc_index] <= tablebht[pc_index] - 1;
    end
  end
endmodule
</file>
==> impl_metrics.prom <==
# HELP chip_impl_metric Physical implementation figures
# TYPE chip_impl_metric gauge
chip_impl_info{name="status",value="finished, final reports clean"} 1
chip_impl_metric{name="switching_fraction",unit="%"} 22.35
chip_impl_metric{name="cts_hold_buf",unit=""} 0
chip_impl_metric{name="synth-simple-area-share",unit="%"} 9.245
chip_impl_metric{name="wire_length_of_the_first_global_routing_pass",unit="mm"} 74.79
chip_impl_metric{name="synthesis.area",unit="mm²"} 0.02175
chip_impl_info{name="type_of_destination_of_the_critical_path",value="output pin"} 1
chip_impl_metric{name="finalMaxSlewViolations",unit=""} 0
chip_impl_metric{name="postSynthRegisterBits",unit=""} 512
chip_impl_info{name="crit_chain",value="buf_4 > buf_4 > buf_4 > nor2b_1 > a22oi_1 > a41o_1 > o32ai_1 > o211ai_1 > mux2_2 > clkdlybuf4s50_1"} 1
chip_impl_metric{name="required",unit="ps"} 15360
chip_impl_metric{name="critical_path.n_buffers_inverters",unit=""} 4
chip_impl_metric{name="post_synth_num_cell_types",unit=""} 36
chip_impl_info{name="post_synth_main_logic_family",value="multiplexers"} 1
chip_impl_metric{name="cts_htree_levels",unit=""} 2
chip_impl_metric{name="power_per_cell_area",unit="mW/mm²"} 105.0
chip_impl_metric{name="num_io_pins",unit=""} 13
chip_impl_metric{name="number_of_i_o_port_buffers",unit=""} 11
chip_impl_metric{name="drt_first_pass_iters",unit=""} 5
chip_impl_metric{name="synth-compound-area-share",unit="%"} 2.186
chip_impl_metric{name="final.setup_skew",unit="ps"} 20.33
chip_impl_info{name="largest_registers",value="tablebht x512"} 1
chip_impl_metric{name="postLayoutCellArea",unit="mm²"} 0.02463
chip_impl_metric{name="final.hold.worst_slack",unit="ps"} 1520
chip_impl_metric{name="grt_pass1_vias",unit=""} 13005
chip_impl_info{name="cts_root_buf",value="clkbuf_16"} 1
chip_impl_info{name="largest_register",value="tablebht"} 1
chip_impl_metric{name="timing.fmax",unit="MHz"} 85.61
chip_impl_info{name="crit_slowest_cell",value="buf_4"} 1
chip_impl_metric{name="ys_seq_share",unit="%"} 70.69
chip_impl_metric{name="power.ir.vdd_worst",unit="mV"} 0.07063
chip_impl_metric{name="cts-resized-gates",unit=""} 0
chip_impl_info{name="netlist_top_cells_area",value="edfxtp_1 71%, mux4_2 13%, nor3_1 5.6%"} 1
chip_impl_metric{name="share_clk_of_total_power",unit="%"} 41.9
chip_impl_metric{name="fin_util",unit="%"} 34.40
chip_impl_metric{name="fraction_of_final_layout_cells_with_drive_strength_greater_than_1",unit="%"} 18.99
chip_impl_metric{name="power_frac_comb",unit="%"} 8.2
chip_impl_metric{name="flip_flop_count_of_the_largest_register_after_layout",unit=""} 512
chip_impl_metric{name="detail_route.drc_violations",unit=""} 0
chip_impl_metric{name="detailroute.via_count",unit=""} 11706
chip_impl_metric{name="drv_cap",unit=""} 0
chip_impl_info{name="worst_hold_path_type",value="reg2reg"} 1
chip_impl_metric{name="route.antenna.remaining_nets",unit=""} 0
chip_impl_metric{name="gp_congestion",unit=""} 0.8303
chip_impl_metric{name="floorplan.rows",unit=""} 98
chip_impl_metric{name="grt_max_degree",unit=""} 177
chip_impl_metric{name="drt-wirelength-per-cell",unit="µm"} 21.05
chip_impl_metric{name="postSynthAreaPerCell",unit="µm²"} 17.03
chip_impl_metric{name="timing.final.setup_violations",unit=""} 0
chip_impl_metric{name="cts.path.max_buffers",unit=""} 3
chip_impl_info{name="tritoncts",value="built"} 1
chip_impl_metric{name="yosys.stat.chipArea",unit="mm²"} 0.02175
chip_impl_metric{name="cts_made_buffers",unit=""} 54
chip_impl_metric{name="synthesis.yosys.warnings",unit=""} 1
chip_impl_metric{name="detailed_place_hpwl",unit="mm"} 27.49
chip_impl_metric{name="worst_slew_margin",unit="%"} 37.36
chip_impl_metric{name="worstRegToRegCells",unit=""} 10
chip_impl_metric{name="power.share.sequential",unit="%"} 49.9
chip_impl_metric{name="first_iter_violations",unit=""} 609
chip_impl_metric{name="ys_sh_mux",unit="%"} 15.26
chip_impl_metric{name="min_period_over_period",unit="%"} 60.84
chip_impl_metric{name="antennaDiodeCount",unit=""} 0
chip_impl_metric{name="whs_path_depth",unit=""} 6
chip_impl_metric{name="clock-sinks",unit=""} 512
chip_impl_metric{name="netlist.area_leader.share",unit="%"} 70.69
chip_impl_metric{name="die_w",unit="µm"} 271.3
chip_impl_metric{name="warnings",unit=""} 30
chip_impl_metric{name="die_h",unit="µm"} 271.3
chip_impl_metric{name="p_leak",unit="nW"} 7.278
chip_impl_metric{name="clkSlewWorstSetupHoldPaths",unit="ps"} 60
chip_impl_metric{name="syn2layout_area_growth",unit="%"} 13.25
chip_impl_info{name="grt_setup_unrepaired",value="false"} 1
chip_impl_metric{name="synth.cellmix.xorXnorShare",unit="%"} 0.08054
chip_impl_metric{name="fp.coreArea",unit="mm²"} 0.07161
chip_impl_metric{name="critical_path_arrival",unit="ps"} 7840
chip_impl_metric{name="finalHoldViolCount",unit=""} 0
chip_impl_metric{name="synth.yosys.num_cells",unit=""} 1277
chip_impl_metric{name="tightest_slew",unit="ps"} 927.9
chip_impl_metric{name="post_synth_inst_count",unit=""} 1277
chip_impl_metric{name="min_period",unit="ps"} 11680
chip_impl_metric{name="fin_setup_tns",unit="ps"} 0
chip_impl_metric{name="routed_wl",unit="mm"} 47.38
chip_impl_info{name="largest_area_cell",value="edfxtp_1"} 1
chip_impl_info{name="cp-start-kind",value="primary input"} 1
chip_impl_metric{name="p_int",unit="mW"} 2.008
chip_impl_metric{name="grt_antenna_before_repair",unit=""} 0
chip_impl_metric{name="grt_overflow_total",unit=""} 0
chip_impl_metric{name="net-switching-power",unit="mW"} 0.5781
chip_impl_metric{name="post_drt_via_cell_ratio",unit=""} 5.200
chip_impl_metric{name="die_area",unit="mm²"} 0.07358
chip_impl_metric{name="post_cts.repair.setup_buffers",unit=""} 0
chip_impl_metric{name="fa_ha_area_share",unit="%"} 0
chip_impl_metric{name="cell_area_reported_after_detailed_placement",unit="mm²"} 0.02278
chip_impl_metric{name="clock_latency_on_the_worst_skew_pair",unit="ps"} 600
chip_impl_metric{name="critPathMaxStageDelay",unit="ps"} 620
chip_impl_info{name="timing.critical_path.max_delay_family",value="buffers and inverters"} 1
chip_impl_info{name="critPathMostFrequentCell",value="buf_4"} 1
chip_impl_metric{name="grt_util_all_layers",unit="%"} 13.91
chip_impl_metric{name="worst-path-max-fanout",unit=""} 44
chip_impl_info{name="critPathKind",value="in2out"} 1
chip_impl_metric{name="initCoreUtil",unit="%"} 30.37
chip_impl_metric{name="cp.depth",unit=""} 10
==> worst min-delay path, cell delays in order (launching register included) <==
cell and delay, ps:
edfxtp_1 310, mux4_2 220, mux2i_1 70, a22oi_1 140, nand3_1 130, o211ai_1 260, mux2i_4 190
==> cells in the mapped netlist (all sizes together) <==
library cell / number
edfxtp: 512
nor3: 242
mux4: 121
nand2: 66
buf: 64
mux2i: 57
clkbuf: 52
a22oi: 32
nor4: 25
nor2: 19
nand2b: 10
nand3: 9
nor2b: 7
nor3b: 6
and2: 5
or2: 5
a21boi: 4
a21oi: 4
a41o: 4
nand4: 4
o211ai: 4
o21ai: 4
o22ai: 4
o311ai: 4
o32ai: 4
and3b: 2
mux2: 2
xnor2: 2
and3: 1
or3b: 1
or4: 1
==> cells by family after synthesis <==
group,Yosys count
AND/OR/NAND/NOR,403
multiplexers,180
flip-flops,512
XOR/XNOR,2
buffers and inverters,116
AND-OR/OR-AND,64
==> area by class of cell <==
class                   count  area, µm²
fillers                  6667      46980
multi-input cells         649       5864
repair buffers             42      355.3
flip-flops and latches    512      15370
well taps                 950       1189
clock inverters            35      442.9
clock buffers              63       1406
==> per-layer routing <==
layer  track usage, %  part of all wire, %  vias to the layer above
li1                 -                    -                     5179
met2            21.23                   47                      550
met4            2.218                  1.7                        2
met3            7.565                   11                       68
met5            1.027                 0.15                        -
met1            18.48                   39                     5907
==> final timing paths <==
kind | from | to | slack (ps)
setup / recovery | pc_index[1] | predict_taken | 7520
hold / removal | tablebht[50][0] | tablebht[29][0] | 1520
setup reg to reg | tablebht[139][0] | tablebht[223][1] | 13840
hold reg to reg | tablebht[50][0] | tablebht[29][0] | 1520
==> power groups by stage <==
stage,sequential [mW],combinational [mW],clock [mW]
global route,1.29,0.232,1.14
finish,1.29,0.212,1.08
CTS,1.29,0.214,1.10
==> per-stage QoR <==
stage	std cells	power (mW)	setup slack, ps
floorplan	1277	1.472	4867
global placement	2153	1.525	7508
detailed placement	2153	1.528	7468
CTS	2251	2.607	7441
global route	2251	2.662	7257
finish	2251	2.587	7519
==> cells in the final DEF (no fill, tap or decap), types with 5 or more instances in the layout <==
master / instances
edfxtp_1: 512
nor3_1: 242
mux4_2: 120
nand2_1: 65
mux2i_1: 56
clkbuf_16: 55
a22oi_1: 32
buf_4: 32
nor4_1: 25
nor2_1: 19
clkinv_2: 11
bufinv_16: 11
clkinv_1: 11
nand3_1: 9
nand2b_1: 8
clkbuf_1: 8
clkdlybuf4s50_1: 8
nor2b_1: 7
nor3b_1: 5
or2_2: 5
Power and IR drop assume default switching activity.
