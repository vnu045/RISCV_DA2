**design/flow/config.mk**
```make
export PLATFORM = sky130hd
export DESIGN_NAME = regfile
export DESIGN_NICKNAME = regfile
export VERILOG_FILES = /design/flow/design.v
export SDC_FILE = /design/flow/constraint.sdc
export NUM_CORES = 4
export LEC_CHECK = 1
export CORE_UTILIZATION = 30
```
**design/flow/constraint.sdc**
```tcl
current_design regfile

set clk_period 8.8
set clk_io_pct 0.2

create_clock -name clk0 -period $clk_period [get_ports {i_CLK}]

set non_clock_inputs [all_inputs -no_clocks]
set_input_delay [expr $clk_period * $clk_io_pct] -clock clk0 $non_clock_inputs
set_output_delay [expr $clk_period * $clk_io_pct] -clock clk0 [all_outputs]
```
**design/flow/design.v**
```verilog
module regfile (
	input    wire			i_CLK   ,
	input    wire			i_Reset ,
	input    wire	[4:0]	i_A1	,
	input    wire	[4:0]	i_A2	,
	input    wire	[4:0]	i_A3	,
	input    wire			i_WE3	,
	input    wire	[31:0]	i_WD3	,
	output   wire	[31:0]	o_RD1	,
	output   wire	[31:0]	o_RD2  
	);
reg [31:0] register [31:0] ;
integer i ;
always @(posedge i_CLK or negedge i_Reset) 
	begin
		if (!i_Reset)
			begin
				for (i=0 ; i<32 ; i=i+1)
					begin
						register[i] <= 32'b0 ;
					end
			end
		else if (i_WE3) 
			begin
				register[i_A3] <= i_WD3 ;
			end
	end
assign  o_RD1 = (i_A1 != 5'b0)? register[i_A1] : 32'b0 ;
assign  o_RD2 = (i_A2 != 5'b0)? register[i_A2] : 32'b0 ;
endmodule
```
**design/flow/run.sh**
```bash
#!/bin/bash
# OpenROAD 26Q1-2900-gdf79404cd8, Yosys 0.63+post, stock flow scripts
make -C /OpenROAD-flow-scripts/flow DESIGN_CONFIG=/design/flow/config.mk WORK_HOME=/design/flow/orfs finish
```
==> impl_metrics.env <==
# yosys + openroad results
export IMPL_ys_cells=4217
export IMPL_clkPwrFrac_pct=36.3
export IMPL_finalSetupViolCount=0
export IMPL_rsz0062_at_grt="no"
export IMPL_largestRegisters="register (992)"
export IMPL_worstHoldStart="register[16][9]"
export IMPL_via_per_inst=6.83
export IMPL_clock_latency_ns=0.73
export IMPL_relSlewSlack_pct=20.9
export IMPL_power_frac_seq_pct=49.1
export IMPL_dieArea_um2=169000
export IMPL_grt_first_pass_wirelength_mm=374
export IMPL_critical_path_required_ns=7.04
export IMPL_gp_congestion=1.03
export IMPL_ant_nets=0
export IMPL_cp_start_kind="input port"
export IMPL_die_x_um=412
export IMPL_worstHoldPathCells=1
export IMPL_synth_distinct_cells=63
export IMPL_topCellsByArea="dfrtp_1 49%, mux2_2 22%, a22oi_1 9.6%"
export IMPL_pwr_share_comb_pct=14.6
export IMPL_cts_resized=0
export IMPL_tightestPinTransition_ns=1.19
export IMPL_status="finished, final reports clean"
export IMPL_edf_count=0
export IMPL_cp_end_kind="output port"
export IMPL_grt_overflow=0
export IMPL_cp_arrival_ns=6.08
export IMPL_warnings=45
export IMPL_grt_pass1_vias=43500
export IMPL_worstReg2RegEnd="register[6][20]"
export IMPL_simple_gate_area_share_pct=10.8
export IMPL_timing_clock_skew_ns=0
export IMPL_common_cells="1000 x mux2_2, 992 x dfrtp_1, 642 x a22oi_1, 346 x and3_1, 287 x clkbuf_1"
export IMPL_cts_buffer_depth=3
export IMPL_reg2regPathDepth=1
export IMPL_antenna_found_initial=36
export IMPL_ys_flop_type="dfrtp_1"
export IMPL_wl_mm=276
export IMPL_post_cts_setup_buffer_count=0
export IMPL_drc=0
export IMPL_drive_gt1_share_pct=36.3
export IMPL_yosys_warnings=2
export IMPL_cts_sinks=992
export IMPL_layout_min_cycle_time_ns=7.84
export IMPL_cp_max_fo=19
export IMPL_syn_area_per_cell_um2=11.9
export IMPL_ys_sh_aoi_pct=13.3
export IMPL_first_iter_violations=6126
export IMPL_root_buffer="clkbuf_16"
export IMPL_leakagePower_nw=26.1
export IMPL_regToRegSetupSlack_ns=7.90
export IMPL_ys_area_um2=50400
export IMPL_maxCapViolCount=0
export IMPL_utilization_pct=35.2
export IMPL_postLayoutCellArea_um2=58400
export IMPL_core_um2=166000
export IMPL_top_register="register"
export IMPL_swShare_pct=29.7
export IMPL_place_area_um2=54700
export IMPL_fin_crit_sh_pct=89.1
export IMPL_r2r_start="register[6][20]"
export IMPL_synthAdderAreaFrac_pct=0
export IMPL_largest_area_cell="dfrtp_1"
export IMPL_fp_util_pct=30.4
export IMPL_top_cell_area_share_pct=49.3
export IMPL_path_clk_slew_ns=0.06
export IMPL_hold_buffers=0
export IMPL_syn_area_um2=50400
export IMPL_ys_flops=992
export IMPL_fmax_ghz=0.127
export IMPL_finalSetupTns_ns=0
export IMPL_row_count=149
export IMPL_hold_path_end="register[16][9]"
export IMPL_syn_to_final_growth_pct=15.9
export IMPL_synth_top_cell_by_count="mux2_2"
export IMPL_vias=44700
export IMPL_vdd_drop_max_mv=0.165
export IMPL_largest_reg_flops=992
export IMPL_slew_violations=0
export IMPL_p_int_w=0.00910
export IMPL_power_density_nw_per_um2=222
export IMPL_grt_usage_pct=33.2
export IMPL_io_buffers=113
export IMPL_worstHoldPathType="flop to flop"
export IMPL_drt_pass1_iter_count=9
export IMPL_max_stage_delay_ns=0.92
export IMPL_cpMaxStageDelayCell="and2_2"
export IMPL_htreeDepth=3
export IMPL_hold_violations=0
export IMPL_crit_type="input port to output port"
export IMPL_synth_cells=4217
export IMPL_mux_area_share_pct=22.5
export IMPL_hold_slack_ns=0.521
export IMPL_logic_family="multiplexers"
export IMPL_crit_chain="clkdlybuf4s50_1 > buf_4 > nor2b_4 > and2_2 > buf_4 > a22oi_1 > nand4_1 > or4_1 > clkdlybuf4s50_1"
export IMPL_grt_max_degree=123
export IMPL_synthArstFlopShare_pct=100
export IMPL_ys_seq_share_pct=49.3
export IMPL_cts_made_buffers=111
export IMPL_synthXorXnorAreaFrac_pct=0
export IMPL_die_h_um=412
export IMPL_dp_cells=6314
export IMPL_wire_per_inst_um=42.2
export IMPL_dpl_hpwl_mm=168
export IMPL_p_sw_w=0.00385
export IMPL_final_cells=6546
export IMPL_top_level_ports=114
export IMPL_tritoncts="done"
per-stage QoR:
stage | power, W | setup WS (ns)
4_1_cts | 0.0129 | 1.16
6_report | 0.0129 | 0.957
3_5_place_dp | 0.00821 | 1.19
2_1_floorplan | 0.00709 | 3.66
3_3_place_gp | 0.00819 | 1.17
5_1_grt | 0.0133 | 1.07
worst max-delay path, delay by kind of cell:
kind	cells	cell delay, ns
and+or+nand+nor	4	2.13
buffers and inverters	4	1.97
AOI/OAI and AO/OA	1	0.16
power by group through the flow:
| stage | Clock (W) | Sequential, W | Combinational, W |
|---|---|---|---|
| 4_1_cts | 0.00473 | 0.00630 | 0.00186 |
| 5_1_grt | 0.00490 | 0.00643 | 0.00200 |
| 6_report | 0.00470 | 0.00635 | 0.00189 |
kinds of logic (layout without fill, tap and decap cells):
family          Yosys count  in the layout
flops                   992            992
mux                    1009           1009
other cells               0             29
compound gates          843            843
buf+inv                 461            572
simple gates            912            912
placed cells by master (no fill, tap or decap), drive strengths merged, types with 110 or more instances in the layout:
cell / n
mux2: 1003
dfrtp: 992
a22oi: 642
and3: 347
buf: 257
nand3: 178
clkbuf: 163
nand4: 113
a2111oi: 113
clkdlybuf4s50: 110
routing by layer:
layer,vias to the layer above,share of wire [%],track usage [%]
li1,16400,-,-
met1,22700,36,41.1
met2,4164,40,44.0
met3,1378,17,20.8
met4,48,7.8,18.7
met5,-,0.25,2.04
worst max-delay path by stage:
stage                 startpoint   endpoint  cells after the start  slack, ns
after CTS                i_A1[0]  o_RD1[19]                     10       1.16
final                    i_A2[4]  o_RD2[23]                      9       0.96
after global routing     i_A1[1]  o_RD1[17]                     10       1.07
cell type report:
cell class                      count  area (µm²)
Inverter                            2        7.51
Sequential cell                   992       24800
Clock inverter                     40         339
Timing Repair Buffer              367        3170
Fill cell                       15900      107000
Clock buffer                      163        3270
Multi-Input combinational cell   2764       23900
Tap cell                         2189        2740
Antenna cell                       29        72.6
Power and IR drop assume default switching activity.
