==> design/flow/design.v <==
module btb(
  input wire clk,
  input wire reset,
  input wire [31:0] PC,
  input wire update_en,
  input wire [31:0] actual_target,
  input wire actual_taken,
  output wire [31:0] predicted_target,
  output wire hit
);
  reg [31:10] tag_table [0:255];
  reg [31:0]  target_table [0:255];
  reg valid [0:255];
  wire [7:0] index = PC[9:2];
  wire [31:10] pc_tag = PC[31:10];
  assign hit = valid[index] && (tag_table[index] == pc_tag);
  assign predicted_target = target_table[index];
  always @(posedge clk) begin
    if (update_en && actual_taken) begin
      tag_table[index]    <= pc_tag;
      target_table[index] <= actual_target;
      valid[index]        <= 1'b1;
    end
  end
endmodule
==> design/flow/run.sh <==
#!/bin/bash
# OpenROAD 26Q1-2900-gdf79404cd8, Yosys 0.63+post, stock flow scripts
make -C /OpenROAD-flow-scripts/flow DESIGN_CONFIG=/design/flow/config.mk WORK_HOME=/design/flow/orfs finish
==> design/flow/config.mk <==
export PLATFORM = sky130hd
export DESIGN_NAME = btb
export DESIGN_NICKNAME = btb
export VERILOG_FILES = /design/flow/design.v
export SDC_FILE = /design/flow/constraint.sdc
export NUM_CORES = 4
export LEC_CHECK = 1
export CORE_UTILIZATION = 30
export SYNTH_MEMORY_MAX_BITS = 65536
==> design/flow/constraint.sdc <==
current_design btb

set clk_period 239.5
set clk_io_pct 0.2

create_clock -name clk0 -period $clk_period [get_ports {clk}]

set non_clock_inputs [all_inputs -no_clocks]
set_input_delay [expr $clk_period * $clk_io_pct] -clock clk0 $non_clock_inputs
set_output_delay [expr $clk_period * $clk_io_pct] -clock clk0 [all_outputs]
==> Changelog: implementation <==
### Implementation results

- Status: finished with violations
- Failing checks: slew limit
- P&R area growth vs syn: 16.3%
- WHS Endpoint: target_table[178][10]
- Max_cap viols: 0
- Setup Fix Bufs, Post-CTS: 0
- Adder Area Share: 0%
- Initial antenna violation count: 210
- Dominant comb cell: multiplexers
- Comb area: 0.107 mm^2
- CTS clock-pin slew for the worst setup and hold paths: 0.06 ns
- HP Start: actual_target[10]
- Chip area: 1.76 mm^2
- CP required: 191.60 ns
- Yosys cell count: approximately 22000
- Die height: between 1000 and 1500 um
- Power per Cell Area: about 8.4 mW/mm^2
- Die width: 1330 um
- Top area cell types: edfxtp_1 79%, mux4_2 16%, mux2i_1 1.4%, a22oi_1 0.76%, clkbuf_1 0.39%
- Setup TNS: 0 ns
- Static Leak: approximately 0.19 uW
- Placeable Area: roughly 1.7 mm^2
- Vias post-DR: between 200k and 300k
- Largest net degree at the start of global routing: about 130
- Yosys top cell area share: 78.9%
- Fin util: a little over a third
- Worst vdd ir: a little under 0.000008 V
- Register area: 0.415 mm^2
- Share of layout cells above drive strength 1: a little under a third
- DR WL/cell: 35.6 um
- Drt pass-1 iters: 6
- Yosys aoi share: 1.62%
- CTS max path bufs: 6
- Tool Warnings: between 60 and 70
- DRT iter0 DRCs: around 19000
- CTS root buf: clkbuf_16
- Distinct lib cells: around 75
- Max transition margin: -1.85%
- Number of global-route vias before repair: approximately 280k
- Dominant flop cell: edfxtp_1
- Fin crit share: approximately 44%
- Most instantiated logic cells after routing: 13824 x edfxtp_1, 3696 x mux4_2, 1471 x clkbuf_16
- YS chip area: between 0.5 and 0.6 mm^2
- GRT Util Overall: 21.0%
- Residual DRC: 0
- Mapped Cells: 21752
- Fp_density: between 30% and 40%
- Slew Viols, Final: 1
- WL final: approximately 1700000 um
- Final setup fails: 0
- IO Pins: 101
- Hold slack: ~47 ns
- Placed cell count: 45309
- Crit-path max FO: 46
- Ys async rst share: 0%
- Post-route design area: 0.612 mm^2
- Non-Filler Instances: just under 50000
- First-pass GRT wire length: between 2000000 and 2500000 um
- Worst setup EP type: primary output
- Register area share after synthesis: approximately four fifths
- Worst-margin pin slew: 1.53 ns
- CTS tree: built
- # hold bufs at CTS: 0
- Fillers: roughly 160k
- # resized after CTS: 0
- HP Class: in2reg
- Xor/xnor share: less than 1%
- And+or+nand+nor area frac: less than 1%
- Most instantiated logic cell after routing: edfxtp_1
- CTS H-tree lvls: 7
- Worst EP arrival: 58.15 ns
- Synth warn: 1
- CTS Buf Count: roughly 1400
- Worst setup SP type: input port
- Grt total ovfl: 0
- Unrepaired setup endpoints after global routing: false
- Post-DP HPWL: around 1100000 um
- Crit Path Category: in2out
- DR vias/cell: 5.22
- Hold Path Stages: 1
- Core Rows: ~500
- Synth Area per Inst: 24.2 um^2
- Post-Synthesis Cell Area: roughly 0.53 mm^2
- Yosys reg bits: ~14000
- Clock Sinks: approximately 14000
- Dpl cell area: approximately 0.56 mm^2
- Post-route ant nets: 0
- Mux area share: between 10% and 20%
- Max Clock Freq: roughly 9.4 MHz
- Dominant cell type by area after synthesis: edfxtp_1
- Crit path time final: approximately 110 ns
- Post-synth EDFFs: about 14000
- Routability cong.: 0.968
- Final hold vios: 0
- IO buf count: 97
## critical path, stage by stage
cell and delay, ns:
buf_16 0.24, buf_4 0.56, buf_4 0.50, buf_4 0.61, buf_4 0.67, buf_4 0.41
buf_4 0.62, buf_4 0.67, buf_4 0.61, buf_4 0.66, mux4_2 0.60, nor2_1 0.23
o31a_1 0.17, a31oi_1 0.10, buf_4 0.24, a21oi_1 0.40, a31oi_1 0.18, xnor2_1 0.90
nand3_1 0.40, nor4_4 0.26, buf_4 0.31, clkdlybuf4s50_1 0.52
## Yosys cell counts (12+ instances only)
master     count
o21ai_0       74
nor3_1        41
edfxtp_1   13824
and3_1        18
o221ai_1      22
a211oi_1      21
buf_2        315
buf_1        101
buf_6         33
nand2_1      221
nand4_1       75
nor2_1       362
xnor2_1       12
o22ai_1       91
nor4_1        26
clkbuf_1     543
a22o_1        53
nor2b_1       17
o2111ai_1     15
nand3_1      147
a21oi_1      141
nand2b_1      15
mux2_2        43
o211ai_1      33
a31oi_1       33
mux4_2      3696
buf_4        218
a221oi_1      72
a22oi_1      535
a32oi_1       13
mux2i_1      758
## flip-flops by register name, indices dropped and copies added (netlist names)
register	count
target_table	8192
tag_table	5632
## cells by family after synthesis
logic type                after synthesis
DFF                                 13824
xor gates and xnor gates               19
muxes                                4497
AOI/OAI and AO/OA                    1183
and+or+nand+nor                      1007
buffers and inverters                1222
## metal layers
metal | routed length (um) | vias to the layer above | GRT usage, %
met3 | 434000 | 3933 | 23.9
li1 | - | 99030 | -
met1 | 425000 | 127181 | 16.9
met4 | 111000 | 322 | 10.6
met5 | 14400 | - | 7.55
met2 | 743000 | 22918 | 28.5
## layout make-up
cell class,instances,share of cell area (%)
clock buffer,1746,6.19
multi-input combinational,6706,17.5
clock inverter,780,1.23
tap,23180,4.74
antenna,699,0.286
sequential,13824,67.9
inverter,10,0.00941
timing repair buffer,1589,2.16
## through the flow
step / power (uW) / setup slack, ns
finish: 5140 / 133.46
global route: 5260 / 132.94
CTS: 5150 / 133.44
detailed placement: 3000 / 133.46
global placement: 2990 / 133.44
floorplan: 2840 / 140.15
## worst max path at each step
stage,startpoint,slack [ns],to
after CTS,PC[2],133.44,hit
after global routing,PC[2],132.94,hit
final,PC[2],133.46,hit
## where the power goes
group / internal, uW / switching, uW
Sequential: 2660 / 0.601
Combinational: 88.2 / 200
Clock: 1270 / 908
Total: 4030 / 1110
Power and IR drop assume default switching activity.
